File: /design/flow/config.mk
export PLATFORM = sky130hd
export DESIGN_NAME = top
export DESIGN_NICKNAME = top
export VERILOG_FILES = /design/flow/design.v
export SDC_FILE = /design/flow/constraint.sdc
export NUM_CORES = 4
export LEC_CHECK = 1
export CORE_UTILIZATION = 40
File: /design/flow/constraint.sdc
current_design top

set clk_period 4.5
set clk_io_pct 0.2

create_clock -name clk0 -period $clk_period [get_ports {clk}]

set non_clock_inputs [all_inputs -no_clocks]
set_input_delay [expr $clk_period * $clk_io_pct] -clock clk0 $non_clock_inputs
set_output_delay [expr $clk_period * $clk_io_pct] -clock clk0 [all_outputs]
File: /design/flow/design.v
module LCD_display(
    input           clk,
    input           reset_n,
    input   [127:0] row0,
    input   [127:0] row1,
    output          RS,
    output          EN,
    output    [7:0] DATA
);
    localparam  [2:0]   INITIAL = 3'b000,
                        ADDR_R0 = 3'b001,
                        DATA_R0 = 3'b010,
                        ADDR_R1 = 3'b011,
                        DATA_R1 = 3'b100,
                        STOP    = 3'b101;
    wire [7:0]  row0_data   [0:15];
    wire [7:0]  row1_data   [0:15];
    wire [7:0]  cmd         [0:5];
    reg  [2:0]  state;
    reg [20:0]  counter;
    reg  [4:0]  ptr;
    reg  [7:0]  DATA_reg;
    reg         RS_reg;
    reg         EN_reg;
    assign RS   = RS_reg;
    assign EN   = EN_reg;
    assign DATA = DATA_reg;
    assign cmd[0] = 8'h00;       
    assign cmd[1] = 8'h38;       
    assign cmd[2] = 8'h0c;       
    assign cmd[3] = 8'h01;       
    assign cmd[4] = 8'h02;       
    assign cmd[5] = 8'h06;       
    generate
        genvar i;
        for (i = 1; i < 17; i=i+1) begin: for_name
            assign row0_data[16-i] = row0[(i*8)-1:i*8-8];
            assign row1_data[16-i] = row1[(i*8)-1:i*8-8];
        end
    endgenerate
    always @(negedge clk) begin
        if (~reset_n) begin
            state   <= INITIAL;
            counter <= 0;
            ptr     <= 0;
            RS_reg  <= 0;
            EN_reg  <= 0;
            DATA_reg<= 0;
        end else begin
            case (state)
                INITIAL: begin
                    counter <= counter + 1;
                    RS_reg  <= 0;
                    DATA_reg<= cmd[ptr];
                    if (counter == 20) EN_reg <= 1;
                    else if (counter == 60) EN_reg <= 0;
                    else if (counter == 328_000) begin   
                        counter <= 0;
                        if (ptr == 5) state <= ADDR_R0;
                        else ptr <= ptr + 1;    
                    end
                end
                ADDR_R0: begin
                    counter <= counter + 1;
                    RS_reg  <= 0;                        
                    DATA_reg<= 8'h80;                    
                    if (counter == 20) EN_reg <= 1;
                    else if (counter == 60) EN_reg <= 0;
                    else if (counter == 10_000) begin    
                        counter <= 0;
                        ptr <= 0;
                        state <= DATA_R0;
                    end
                end
                DATA_R0: begin
                    counter <= counter + 1;
                    RS_reg  <= 1;                        
                    DATA_reg<= row0_data[ptr];
                    if (counter == 20) EN_reg <= 1;
                    else if (counter == 60) EN_reg <= 0;
                    else if (counter == 10_000) begin    
                        counter <= 0;
                        if (ptr == 15) state <= ADDR_R1;
                        else ptr <= ptr + 1;
                    end
                end
                ADDR_R1: begin
                    counter <= counter + 1;
                    RS_reg  <= 0;                            
                    DATA_reg<= 8'hC0;                        
                    if (counter == 20) EN_reg <= 1;
                    else if (counter == 60) EN_reg <= 0;
                    else if (counter == 10_000) begin        
                        counter <= 0;
                        ptr <= 0;
                        state <= DATA_R1;
                    end
                end
                DATA_R1: begin
                    counter <= counter + 1;
                    RS_reg  <= 1;                            
                    DATA_reg<= row1_data[ptr];
                    if (counter == 20) EN_reg <= 1;
                    else if (counter == 60) EN_reg <= 0;
                    else if (counter == 10_000) begin        
                        counter <= 0;
                        if (ptr == 15) state <= STOP;
                        else ptr <= ptr + 1;
                    end
                end
                STOP: begin
                    counter <= counter + 1;
                    RS_reg  <= 0;
                    DATA_reg<= 8'h02;                        
                    if (counter == 20) EN_reg <= 1;
                    else if (counter == 60) EN_reg <= 0;
                    else if (counter == 2_000_000) begin     
                        counter <= 0;
                        state <= ADDR_R0;
                    end
                end
            endcase
        end
    end
endmodule
module gen_data(
    output [127:0] row0,
    output [127:0] row1
);
    assign row0 = " Happy New Year ";
    assign row1 = "      2025      ";
endmodule
module top(
    input           clk,
    input           reset_n,
    output          RS,
    output          EN,
    output  [7:0]   DATA
);
    wire    [127:0] row0;
    wire    [127:0] row1;
    gen_data gen_data_inst(
        .row0   (row0),
        .row1   (row1)
    );
    LCD_display LCD_display_inst(
        .clk    (clk),
        .reset_n(reset_n),
        .row0   (row0),
        .row1   (row1),
        .RS     (RS),
        .EN     (EN),
        .DATA   (DATA)
    );
endmodule
File: /design/flow/run.sh
#!/bin/bash
# OpenROAD 26Q1-2900-gdf79404cd8, Yosys 0.63+post, stock flow scripts
make -C /OpenROAD-flow-scripts/flow DESIGN_CONFIG=/design/flow/config.mk WORK_HOME=/design/flow/orfs finish
==> impl_metrics.toml <==
# generated from flow reports
[yosys]
async_reset_ff_frac = 0
largest_area_cell = "dfxtp_1"
edf_count = 0
xor_share = 0.0646
synthDistinctLibCells = 70
topCellsByArea = "dfxtp_1 31%, xnor2_1 5.5%, nor2_2 4.6%"
syn_area_sq_um = 2710
yosys_cells = 330
syn_inst = 330
simple_gate_share = 0.306
top_area_frac = 0.310
yosysChipArea_sq_um = 2710
ys.flop_type = "dfxtp_1"
logic_family = "simple AND/OR/NAND/NOR gates"
ys_warn_count = 1
synthAdderAreaFrac = 0.0415
synth_flop_count = 42
ys_seq_frac = 0.310
avgSynthCellArea_sq_um = 8.22
synthMuxAreaShare = 0.0120
synth-compound-area-share = 0.200

[placement]
place.detailed.hpwl_microns = 4310
io_buffer_count = 11
globalplace.congestion = 0.825

[worst_hold_path]
hold_start = "LCD_display_inst.EN_reg$_SDFFE_NN0P_"
hold_path_end = "LCD_display_inst.EN_reg$_SDFFE_NN0P_"
hold_depth = 2
min_path_type = "flip-flop to flip-flop"

[final_timing]
finalSetupTns_ns = 0
drv_slew = 0
hold_slack_ns = 0.490
rsz0062_at_grt = "no"
finClkSkew_ns = 0.0116
finalHoldViolCount = 0
max-slew-margin-rel = 0.492
worst_pin_slew_ns = 0.762
setup-violations-final = 0

[clocking]
cts_buffers = 5
postCtsHoldBufs = 0
cts_tree = "built"
cts_buffer_depth = 2
post_cts_buffers = 0
cts_root_buffer = "clkbuf_8"
cts_resized = 0
insertion_delay_ns = 0.35
numClockSinks = 42
htree_levels = 2
clk_pin_slew_ns = 0.04

[setup_path]
cp_cell_sequence = "clkdlybuf4s50_1"
critical_path.endpoint_type = "output port"
reg2reg_setup_slack_ns = 1.81
critPathRequiredTime_ns = 3.60
slowest_stage = "clkdlybuf4s50_1"
worstRegToRegCells = 7
start_kind = "flip-flop"
timing.critical_path.buf_inv = 1
r2r_start = "LCD_display_inst.ptr[1]$_SDFFE_NN0P_"
cp.arrival_ns = 3.41
crit_family = "buffers and inverters"
reg2reg_to = "LCD_display_inst.ptr[1]$_SDFFE_NN0P_"
critPathKind = "flip-flop to output port"
slowest_delay_ns = 0.46
crit_fanout = 3

[floorplanning]
fp_util = 0.420
core.rowCount = 29
chipArea_sq_um = 7110
pin_count = 12
die_h_microns = 84.3
die_x_microns = 84.3
coreArea_sq_um = 6460

[routing]
routed_wl_microns = 6190
antenna_cells = 0
wl_per_cell_microns = 13.8
drc_errors = 0
vias = 2457
final_antenna_net_count = 0
drtIter0Drc = 245
vias_per_cell = 5.48
dr.pass1.iters = 21

[power]
power_density_nw_per_um2 = 254
ir_worst_vdd_v = 0.000160
static-leakage-power_nw = 1.13

[grt]
grt_max_degree = 27
grt_pass1_wl_microns = 10500
grt_pass1_vias = 2236
grt_overflow = 0
antenna_found_initial = 0
groute.usage.overall = 0.181

[job]
cap_violations = 0
warnings = 73

[finish]
syn_to_final_growth_pct = 13.1
largest_register_ffs = 21
drive_gt1_frac = 0.127

[status]
outcome = "completed"
-- Yosys cell counts, drive strengths merged (3+ instances only) --
cell type / n
nor4: 7
xor2: 3
nand2b: 3
nor2b: 3
nand3: 8
ha: 9
dfxtp: 42
a32oi: 4
and4: 5
xnor2: 17
o21bai: 4
and3: 3
buf: 4
or4: 4
o41ai: 3
or2: 4
inv: 14
a21oi: 23
nand2: 24
nor3: 13
clkbuf: 18
a31oi: 5
a21boi: 3
o21ai: 8
nor2: 46
nand4: 8
-- layer usage --
layer | global-route usage | vias to the layer above | routed length, microns
met3 | 0.0478 | 2 | 251
li1 | - | 1274 | -
met5 | 0 | - | 0
met1 | 0.289 | 1125 | 3350
met4 | 0.0524 | 0 | 37
met2 | 0.242 | 56 | 2550
-- cells in the final DEF (no fill, tap or decap), drive strengths merged, types with 3 or more instances in the layout --
| cell type | n |
|---|---|
| a21boi | 3 |
| a21oi | 23 |
| a31oi | 5 |
| a32oi | 4 |
| and3 | 3 |
| and4 | 5 |
| buf | 4 |
| clkbuf | 5 |
| clkdlybuf4s50 | 11 |
| dfxtp | 42 |
| ha | 9 |
| inv | 57 |
| nand2 | 24 |
| nand2b | 3 |
| nand3 | 8 |
| nand4 | 8 |
| nor2 | 46 |
| nor2b | 3 |
| nor3 | 13 |
| nor4 | 7 |
| o21ai | 8 |
| o21bai | 4 |
| o41ai | 3 |
| or2 | 4 |
| or4 | 4 |
| xnor2 | 17 |
| xor2 | 3 |
-- worst register-to-register path, delay by kind of cell, from the launching register on --
family          cells  cell delay (ns)
simple gates        2             0.69
buf+inv             1             0.12
compound gates      3             0.92
fa+ha+maj           1             0.50
flops               1             0.36
-- layout make-up --
cell class / instances / area (sq um)
clock inverter: 44 / 165
tap: 77 / 96.3
clock buffer: 5 / 68.8
timing repair buffer: 15 / 153
multi-input combinational: 252 / 1690
fill: 609 / 3390
inverter: 13 / 48.8
sequential: 42 / 841
-- logic make-up (layout without fill, tap and decap cells) --
logic type | after synthesis | count (layout)
buf+inv | 36 | 77
mux | 3 | 3
compound gates | 76 | 76
fa+ha+maj | 9 | 9
xor+xnor | 20 | 20
flops | 42 | 42
simple gates | 144 | 144
-- worst max path at each step --
stage                                                      from      end  depth (start not counted)
after CTS                  LCD_display_inst.EN_reg$_SDFFE_NN0P_       EN                          1
after global routing  LCD_display_inst.DATA_reg[7]$_SDFFE_NN0N_  DATA[7]                          1
final                      LCD_display_inst.EN_reg$_SDFFE_NN0P_       EN                          1
-- metrics by stage --
stage / utilization / total power, W / std cells / setup WS, ns / instance area (sq um)
after floorplan: - / 0.000468 / 330 / 0.771 / 2710
after global placement: 0.439 / 0.000476 / 400 / 0.120 / 2840
after detailed placement: 0.439 / 0.000476 / 400 / 0.111 / 2840
after CTS: 0.475 / 0.000803 / 448 / 0.172 / 3070
after global routing: 0.475 / 0.000848 / 448 / 0.128 / 3070
final: 0.475 / 0.000778 / 448 / 0.195 / 3070
-- power by group --
part / total [W] / leakage (nW) / switching, W / internal, W
combinational: 0.0000307 / 0.526 / 0.0000179 / 0.0000129
sequential: 0.000382 / 0.339 / 0.00000387 / 0.000378
clock: 0.000365 / 0.270 / 0.000213 / 0.000152
total: 0.000778 / 1.13 / 0.000235 / 0.000543
No activity file was given, so power comes from the tool's default toggle rates.
